## ./run.sh

```bash
#!/bin/bash
# OpenROAD 26Q1-2900-gdf79404cd8, Yosys 0.63+post, stock flow scripts
make -C /OpenROAD-flow-scripts/flow DESIGN_CONFIG=/design/flow/config.mk WORK_HOME=/design/flow/orfs finish
```

## ./config.mk

```make
export PLATFORM = sky130hd
export DESIGN_NAME = mux8
export DESIGN_NICKNAME = mux8
export VERILOG_FILES = /design/flow/design.v
export SDC_FILE = /design/flow/constraint.sdc
export NUM_CORES = 4
export LEC_CHECK = 1
export CORE_AREA = 10 10 145 145
export DIE_AREA = 0 0 155 155
```

## ./constraint.sdc

```tcl
current_design mux8

set clk_period 1.9
set clk_io_pct 0.2

create_clock -name clk0 -period $clk_period

set non_clock_inputs [all_inputs -no_clocks]
set_input_delay [expr $clk_period * $clk_io_pct] -clock clk0 $non_clock_inputs
set_output_delay [expr $clk_period * $clk_io_pct] -clock clk0 [all_outputs]
```

## ./design.v

```verilog
module mux2 #(parameter WIDTH = 32)(
    input   [WIDTH-1:0]     in0, in1,
    input                   sel,
    output  [WIDTH-1:0]     out     );
    assign out = sel ? in1 : in0; 
endmodule
module mux4 #(parameter WIDTH = 32) (
	input	[WIDTH-1:0] 	in0, in1, in2, in3,
	input	[1:0]			sel,
	output	[WIDTH-1:0]		out);
	wire [WIDTH-1:0] lowMUX_out, highMUX_out;
	mux2 #(WIDTH) lowMUX(in0, in1, sel[0], lowMUX_out);
	mux2 #(WIDTH) highMUX(in2, in3, sel[0], highMUX_out);
	mux2 #(WIDTH) finalMUX(lowMUX_out, highMUX_out, sel[1], out);
endmodule
module mux8 #(parameter WIDTH = 32) (
	input	[WIDTH-1:0] 	in0, in1, in2, in3, in4, in5, in6, in7,
	input	[2:0]			sel,
	output	[WIDTH-1:0]		out);
	wire [WIDTH-1:0] lowMUX_out, highMUX_out;
	mux4 #(WIDTH) lowMUX(in0, in1, in2, in3, sel[1:0], lowMUX_out);
	mux4 #(WIDTH) highMUX(in4, in5, in6, in7, sel[1:0], highMUX_out);
	mux2 #(WIDTH) finalMUX(lowMUX_out, highMUX_out, sel[2], out);
endmodule
```

==> out/metrics.csv <==
stage;metric;value;unit
timing;min_period;2.05;ns
critical_path;required;1.52;ns
final_layout;stdcell_count;645;
synthesis;most_common_cell;mux4_1;
drt;drt_wl_total;14100;µm
drt;first_pass_iters;4;
placement;post-place-ws;-0.609;ns
pwr;power_leakage;3.05;nW
final_layout;clkbuf_count;0;
final_layout;seq_cells;0;
synthesis;synth_area_per_cell;18.2;µm²
synthesis;yosys-top-cells-area;mux4_1 (51%), mux4_2 (26%), mux2_2 (17%), buf_6 (3.8%), buf_1 (1.4%);
drt;vias;2569;
timing;final-max-slew-violation-count;0;
grt;antenna_found_initial;6;
placement;hpwl;11200;µm
critical_path;slowest_delay;0.48;ns
timing;setup_viol;30;
drt;drt-vias-per-instance;3.98;
drt;final_antenna_net_count;0;
final_layout;fill_cells;1830;
die;core;18000;µm²
grt;grt_pass1_wl;20000;µm
timing;timing_hold_violations_final;0;
run_status;violations;setup timing;
grt;grt_pass1_vias;3028;
die;io_pins;291;
critical_path;path_class;primary input to primary output;
die;rows;49;
synthesis;common_cells;mux4_1 (40), mux2_2 (32), mux4_2 (24);
synthesis;ys_area;2070;µm²
critical_path;crit_top_cell;buf_16;
critical_path;end_kind;primary output;
placement;gp_congestion;0.919;
pwr;power.density;212;nW/µm²
grt;overflow;0;
critical_path;arrival;1.67;ns
run_status;status;complete, but fails checks;
final_layout;fin_area;5610;µm²
timing;worst_slack;-0.149;ns
grt;grt_max_degree;37;
die;die_h;155;µm
final_layout;ff_latch_area;0;µm²
job;warnings;34;
critical_path;cp_max_fo;7;
drt;drc;0;
die;die_area;24000;µm²
timing;max_freq;488;MHz
synthesis;ys_seq_share;0;%
drt;first_iter_violations;72;
synthesis;synthCells;114;
placement;dp.cells;623;
critical_path;worstPathCellList;buf_16 > buf_16 > buf_12 > mux4_2 > mux2_4 > buf_2;
synthesis;yosysWarningCount;0;
synthesis;synth.distinct_cells;7;
job;cap_violations;0;
critical_path;start_kind;primary input;
timing;worst_pin_slew;0.228;ns
final_layout;syn_to_final_growth;171;%
drt;post_drt_wl_per_cell;21.8;µm
die;die_width;155;µm
critical_path;crit_slowest_cell;mux4_2;
timing;relSlewSlack;84.8;%
clock_network;hold_buffers;0;
synthesis;synth_area;2070;µm²
timing;rsz0062_at_grt;yes;
timing;period_used_share;108;%
die;fp-utilization;11.5;%
pwr;peakVddDrop;0.0961;mV
grt;grtUsageTotal;11.0;%
final_layout;drive_above_1_share;37.6;%
placement;port_buffers;291;
timing;finalSetupTns;-1.65;ns
placement;dpl-instance-area;5270;µm²
synthesis;largest_area_cell;mux4_1;
synthesis;top_cell_area_share;50.7;%
synthesis;yosysCellCount;114;
min_path;holdCritPathClass;primary input to primary output;
==> layout make-up <==
class / instances / area, µm² / area share, %
well taps: 229 / 287 / 5.10
diodes: 6 / 15.0 / 0.267
multi-input cells: 96 / 1920 / 34.2
repair buffers: 314 / 3390 / 60.4
==> power breakdown <==
group	switching, mW	leakage [nW]	internal, mW
combinational	0.307	3.05	0.882
clock	0	0.0000380	0.000000422
sequential	0	0	0
total	0.307	3.05	0.882
==> placed cells by master, fill, tap and decap left out, drive strengths merged <==
| cell | Yosys | final |
|---|---|---|
| mux4 | 64 | 64 |
| dlygate4sd2 | 0 | 150 |
| mux2 | 32 | 32 |
| clkdlybuf4s50 | 0 | 23 |
| diode | 0 | 6 |
| dlymetal6s2s | 0 | 83 |
| buf | 16 | 58 |
==> final timing paths <==
kind / slack, ns / end / start / cells after the start
max: -0.15 / out[17] / sel[0] / 6
min: 1.27 / out[29] / in5[29] / 4
==> metrics by stage <==
step | total power, mW | utilization, % | hold slack [ns]
4_1_cts | 1.23 | 30.2 | 1.34
5_1_grt | 1.27 | 31.2 | 1.29
3_5_place_dp | 1.14 | 29.3 | 1.68
2_1_floorplan | 0.366 | - | 1.05
6_report | 1.19 | 31.3 | 1.27
3_3_place_gp | 1.14 | 29.3 | 1.68
==> cells by family after synthesis <==
logic type | Yosys count | synth area share [%]
buffers and inverters | 18 | 5.85
muxes | 96 | 94.1
==> layer usage <==
| metal | wire length, µm | part of all wire (%) | GRT usage (%) | vias up |
|---|---|---|---|---|
| met2 | 7380 | 52 | 18.7 | 155 |
| met5 | 0 | 0 | 0 | - |
| met4 | 82 | 0.58 | 0.855 | 0 |
| met1 | 5270 | 37 | 13.8 | 1256 |
| li1 | - | - | - | 1154 |
| met3 | 1360 | 9.6 | 3.64 | 4 |
==> worst max-delay path: cells and delay by family <==
family	cells	cell delay, ns
mux	2	0.77
buf+inv	4	0.51
==> repair_timing <==
item,in CTS,in global routing
setup buffers,12,1
gates resized,364,96
setup endpoints to repair,32,32
gates cloned,7,0
Power is estimated from default activity; no workload was simulated.
